==> /design/flow/design.v <==
module clock_adjust
(
	iClk,
	iRst,
	oClk1MHz,
	oClk100KHz,
	oClk10KHz,
	oClk1KHz,
	oClk100Hz,
	oClk10Hz,
	oClk2Hz,
	oClk1Hz
);
input wire iClk, iRst;
output wire oClk1MHz, oClk100KHz, oClk10KHz, oClk1KHz, oClk100Hz, oClk10Hz, oClk2Hz, oClk1Hz;
divide_50 dv50_0(iClk, iRst, oClk1MHz);
divide_10 dv10_0(oClk1MHz, iRst, oClk100KHz);
divide_10 dv10_1(oClk100KHz, iRst, oClk10KHz);
divide_10 dv10_2(oClk10KHz, iRst, oClk1KHz);
divide_10 dv10_3(oClk1KHz, iRst, oClk100Hz);
divide_10 dv10_4(oClk100Hz, iRst, oClk10Hz);
divide_10 dv10_5(oClk10Hz, iRst, oClk1Hz);
divide_50 dv50_6(oClk100Hz, iRst, oClk2Hz);
endmodule
 module decimal_counter
 (
	iClk,		 
	iRst,		 
	oDigit,	 
	oOverflow,  
 );
 input iClk, iRst;
 output reg [3:0] oDigit = 4'h0;
 output reg oOverflow = 1'b0;
 always @(posedge iClk or negedge iRst) begin
	if (~iRst) begin
		oDigit <= 4'h0;
		oOverflow <= 1'b0;
	end
	else if (oDigit < 9) begin
		oDigit <= oDigit + 4'h1;
		oOverflow <= 1'b0;
	end
	else begin
		oDigit <= 4'h0;
		oOverflow <= 1'b1;
	end
 end
 endmodule
module display7
(
	iDigit, 		 
	oDisplay		 
);
input wire [3:0] iDigit;
output reg [6:0] oDisplay;
always @(iDigit) begin
	case (iDigit)
	  4'h0: oDisplay = 7'b1000000;
	  4'h1: oDisplay = 7'b1111001;      
	  4'h2: oDisplay = 7'b0100100;      
	  4'h3: oDisplay = 7'b0110000;      
	  4'h4: oDisplay = 7'b0011001;      
	  4'h5: oDisplay = 7'b0010010;      
	  4'h6: oDisplay = 7'b0000010;      
	  4'h7: oDisplay = 7'b1111000;      
	  4'h8: oDisplay = 7'b0000000;      
	  4'h9: oDisplay = 7'b0011000;      
	  4'ha: oDisplay = 7'b0001000;
	  4'hb: oDisplay = 7'b0000011;
	  4'hc: oDisplay = 7'b1000110;
	  4'hd: oDisplay = 7'b0100001;
	  4'he: oDisplay = 7'b0000110;
	  4'hf: oDisplay = 7'b0001110;
	endcase
end
endmodule
module divide_10
(
	iClk,
	iRst,
	oClk
);
input wire iClk, iRst;
output reg oClk = 1'b0;
reg [4:0] counter = 5'h0;
always @(posedge iClk or negedge iRst) begin
	if (~iRst) begin
		counter <= 5'b0;
		oClk <= 1'b0;
	end
	else if (counter < 5'd4) begin
		counter <= counter + 5'b1;
	end
	else begin
		oClk = ~oClk;
		counter <= 5'b0;
	end
end
endmodule
module divide_50
(
	iClk,
	iRst,
	oClk
);
input wire iClk, iRst;
output reg oClk = 1'b0;
reg [4:0] counter = 5'h0;
always @(posedge iClk or negedge iRst) begin
	if (~iRst) begin
		counter <= 5'b0;
		oClk <= 1'b0;
	end
	else if (counter < 5'd24) begin
		counter <= counter + 5'b1;
	end
	else begin
		oClk = ~oClk;
		counter <= 5'b0;
	end
end
endmodule
module pulser
(
	iClk,
	iStateTrigger,
	oClk
);
input iClk, iStateTrigger;
output reg oClk;
reg state = 0;   
always @(negedge iStateTrigger) begin
	state <= ~state;
end
always @(state or iClk) begin
	if (state) 
		oClk <= iClk;
	else
		oClk <= 0;
end
endmodule
module top
(
	HEX0,
	HEX1,
	HEX2,
	HEX3,
	HEX4,
	HEX5,
	HEX6, 
	HEX7,
	KEY,    
	CLOCK_50
);
output wire [6:0] HEX0, HEX1, HEX2, HEX3, HEX4, HEX5, HEX6, HEX7;
input wire [3:0] KEY;
input wire CLOCK_50;
wire clock_adjusted, reset, clock;
assign reset = KEY[0];
clock_adjust clk_ad(.iClk(CLOCK_50), .iRst(reset), .oClk1Hz(clock_adjusted));
pulser p0(clock_adjusted, KEY[3], clock);
assign HEX4 = 7'b1111111;
assign HEX5 = 7'b1111111;
assign HEX6 = 7'b1111111;
assign HEX7 = 7'b1111111;
wire [3:0] digit [3:0];		 
wire [3:0] ov;	 
display7 d7_0(digit[0], HEX0);
display7 d7_1(digit[1], HEX1);
display7 d7_2(digit[2], HEX2);
display7 d7_3(digit[3], HEX3);
decimal_counter dc_0(clock, reset, digit[0], ov[0]);
decimal_counter dc_1(ov[0], reset, digit[1], ov[1]);
decimal_counter dc_2(ov[1], reset, digit[2], ov[2]);
decimal_counter dc_3(ov[2], reset, digit[3], ov[3]);
endmodule
==> /design/flow/run.sh <==
#!/bin/bash
# OpenROAD 26Q1-2900-gdf79404cd8, Yosys 0.63+post, stock flow scripts
make -C /OpenROAD-flow-scripts/flow DESIGN_CONFIG=/design/flow/config.mk WORK_HOME=/design/flow/orfs finish
==> /design/flow/config.mk <==
export PLATFORM = sky130hd
export DESIGN_NAME = top
export DESIGN_NICKNAME = top
export VERILOG_FILES = /design/flow/design.v
export SDC_FILE = /design/flow/constraint.sdc
export NUM_CORES = 4
export LEC_CHECK = 1
export CORE_UTILIZATION = 40
==> /design/flow/constraint.sdc <==
current_design top

set clk_period 1.4
set clk_io_pct 0.2

create_clock -name clk0 -period $clk_period [get_ports {CLOCK_50}]
create_clock -name clk1 -period $clk_period [get_ports {KEY}]

set non_clock_inputs [all_inputs -no_clocks]
set_input_delay [expr $clk_period * $clk_io_pct] -clock clk0 $non_clock_inputs
set_output_delay [expr $clk_period * $clk_io_pct] -clock clk0 [all_outputs]
==> results.yml <==
# generated from flow reports
global_routing:
  overflow: 0
  grt_antenna_before_repair: 0
  grt_pass1_vias: 2062
  grt_pass1_wl_um: 8611
  track_usage: 0.1237
  grt_max_degree: 22
drt:
  wl_um: 4909
  via_per_inst: 4.576
  antennaDiodeCount: 0
  drcViolationCount: 0
  vias: 2215
  post_drt_wl_per_cell_um: 10.14
  dr.pass1.iters: 8
  ant_nets: 0
  drt_iter0_drc: 92
worst_setup_path:
  worstPathArrival_ps: 1040
  crit_type: "reg2reg"
  slowest_delay_ps: 380
  cpLargestDelayFamily: "flip-flops"
  crit_chain: "ha_1 -> xnor2_1 -> a21oi_1"
  endpoint_kind: "flop"
  cp_max_fo: 3
  setup.worst_path.start_class: "flop"
  cp_data_required_time_ps: 1490
  cpMaxStageDelayCell: "dfrtp_1"
  path_buffers: 0
logic_synthesis:
  yosysSeqAreaShare: 0.4590
  avgSynthCellArea_um2: 10.03
  top_cell: "dfrtp_1"
  top_area_cell: "dfrtp_1"
  ys_area_um2: 3369
  yosys_warnings: 6
  top_area_frac: 0.4530
  syn_area_um2: 3369
  synth-edff-count: 0
  ys.flop_type: "dfrtp_1"
  synthCells: 336
  synth_flops: 62
  area_leaders: "dfrtp_1 (45%), ha_1 (12%), buf_4 (6.9%)"
  yosysUniqueCellTypes: 35
  ys_cells: 336
  ys_top_cells_by_count: "dfrtp_1 (61), o21ai_0 (32), buf_4 (31), ha_1 (31), nor2_1 (25)"
  async_flop_share: 0.9839
sta:
  tightestPinTransition_ps: 605.3
  setup_tns_ps: 0
  hold_viol: 6
  unconstrained_endpoints: 71
  hold_ws_ps: -252.2
  drv_slew: 0
  slew_headroom: 0.5965
  rsz0062_at_grt: "no"
  unclocked_regs: 55
  fin_skew_ps: 2.950
  setup_viol: 0
outcome:
  violations: "negative hold slack"
  outcome: "finished, violations left"
finish:
  fin_cells: 484
  nFillCells: 766
  drive_gt1_frac: 0.06069
  area_growth_pct: 16.41
die:
  rows: 33
  num_io_pins: 61
  fp_util: 0.4122
  core_um2: 8175
  fp.dieH_um: 93.78
  die_area_um2: 8795
  die_w_um: 93.78
clock_network:
  clk_pin_slew_ps: 40
  tritoncts: "built"
  post_cts_buffers: 0
  cts_resized: 0
  postCtsHoldBufs: 0
power:
  p_per_area_nw_per_um2: 608.2
  leakagePower_nw: 1.833
  ir_drop_mv: 0.8824
place:
  gp_congestion: 0.7692
  hpwlAfterDp_um: 3398
  placed_cells: 465
  io_buffers: 28
run:
  max-cap-violations: 0
  warnings: 112
min_path:
  hold_class: "clk2async"
[through the flow]
step	cell area [um^2]	setup WS, ps	utilization	total power [mW]
4_1_cts	3923	446.2	0.4798	2.683
2_1_floorplan	3512	514.2	-	0.2495
3_3_place_gp	3635	485.4	0.4446	0.1975
3_5_place_dp	3635	476.4	0.4446	0.1969
6_report	3923	449.9	0.4798	2.386
5_1_grt	3923	393.5	0.4798	2.801
[state kept, by name, summed over array words and instances, names as in the netlist, 5 cells and up]
| name | flops |
|---|---|
| clk_ad.dv10_1.counter | 5 |
| clk_ad.dv10_5.counter | 5 |
| clk_ad.dv50_0.counter | 5 |
| clk_ad.dv10_0.counter | 5 |
| clk_ad.dv10_3.counter | 5 |
| clk_ad.dv10_4.counter | 5 |
| clk_ad.dv10_2.counter | 5 |
[final timing paths]
| check | cells past startpoint | to | slack (ps) | startpoint |
|---|---|---|---|---|
| min in group clk1 | 1 | p0.state | 370 | p0.state |
| min in group clk0 | 1 | clk_ad.dv50_0.counter[0] | 450 | clk_ad.dv50_0.counter[0] |
| max in group clk1 | 1 | p0.state | 950 | p0.state |
| min reg2reg | 1 | p0.state | 370 | p0.state |
| max in group asynchronous | 2 | clk_ad.dv50_0.counter[3] | 1540 | KEY[0] |
| min | 2 | clk_ad.dv50_0.counter[1] | -250 | KEY[0] |
| max reg2reg | 3 | clk_ad.dv50_0.counter[2] | 450 | clk_ad.dv50_0.counter[0] |
| max | 3 | clk_ad.dv50_0.counter[2] | 450 | clk_ad.dv50_0.counter[0] |
[cell type report]
| type | instances | area, um^2 | area share |
|---|---|---|---|
| clock buffers | 12 | 165.2 | 0.04211 |
| clock inverters | 8 | 126.4 | 0.03222 |
| inverters | 12 | 45.04 | 0.01148 |
| multi-input cells | 257 | 1628 | 0.4150 |
| flip-flops and latches | 62 | 1546 | 0.3943 |
| well taps | 105 | 131.4 | 0.03349 |
| repair buffers | 28 | 280.3 | 0.07145 |
[worst reg2reg max path: stages, from the launching register on]
cell     delay, ps
dfrtp_1        380
ha_1           230
xnor2_1        150
a21oi_1         60
[logic make-up (layout without fill, tap and decap cells)]
kind of cell | Yosys count | count (layout) | synth area share
XOR/XNOR | 12 | 12 | 0.03119
flip-flops | 62 | 62 | 0.4590
AND-OR/OR-AND | 65 | 65 | 0.1155
multiplexers | 5 | 5 | 0.01597
AND/OR/NAND/NOR | 104 | 104 | 0.1608
adder cells (fa/ha/maj) | 31 | 31 | 0.1151
buffers and inverters | 55 | 60 | 0.1003
other | 2 | 40 | 0.002229
[power by group]
part	switching [mW]	internal, mW	leakage [nW]
Clock	0.823	1.39	0.150
Sequential	0	0.168	0.778
Combinational	0.00519	0	0.905
Total	0.828	1.56	1.83
[per-layer routing]
| layer | up-vias | share of wire | global-route usage |
|---|---|---|---|
| met5 | - | 0 | 0 |
| met4 | 0 | 0.011 | 0.05256 |
| met3 | 5 | 0.038 | 0.06091 |
| met2 | 38 | 0.44 | 0.1563 |
| met1 | 1028 | 0.51 | 0.1828 |
| li1 | 1144 | - | - |
[placed cells by master, fill, tap and decap left out, types with 2 or more instances in the layout]
cell type,count
nor3_1,6
nand3b_1,2
a21oi_1,13
nor4_1,6
nand2_1,18
xnor2_1,12
nor2_1,25
nor2b_1,12
a32o_1,2
mux2i_1,2
o31ai_1,2
bufinv_16,3
dfrtp_1,61
nand3_1,12
conb_1,40
and2_1,14
a22o_1,6
mux2_2,3
o22ai_1,2
nand2b_1,2
o32ai_1,2
clkbuf_8,12
a21boi_0,3
inv_1,13
o211ai_1,2
or3b_1,4
ha_1,31
o21ai_0,32
clkdlybuf4s50_1,28
No activity file was given, so power comes from the tool's default toggle rates.
